<file path="flow/run.sh">
#!/bin/bash
# OpenROAD 26Q1-2900-gdf79404cd8, Yosys 0.63+post, stock flow scripts
make -C /OpenROAD-flow-scripts/flow DESIGN_CONFIG=/design/flow/config.mk WORK_HOME=/design/flow/orfs finish
</file>
<file path="flow/config.mk">
export PLATFORM = sky130hd
export DESIGN_NAME = ALU
export DESIGN_NICKNAME = ALU
export VERILOG_FILES = /design/flow/design.v
export SDC_FILE = /design/flow/constraint.sdc
export NUM_CORES = 4
export LEC_CHECK = 1
export CORE_UTILIZATION = 50
</file>
<file path="flow/constraint.sdc">
current_design ALU

set clk_period 11.6
set clk_io_pct 0.2

create_clock -name clk0 -period $clk_period

set non_clock_inputs [all_inputs -no_clocks]
set_input_delay [expr $clk_period * $clk_io_pct] -clock clk0 $non_clock_inputs
set_output_delay [expr $clk_period * $clk_io_pct] -clock clk0 [all_outputs]
</file>
<file path="flow/design.v">
`timescale 1ns / 1ps
module ALU(
    input [2:0] sel,
    input [31:0] rs1, rs2,
    output reg [31:0] sal,
    output reg MSB
    );
    always @(*)
        begin
            case(sel)
                0:
                    sal = rs1 + rs2;
                1:
                    sal = rs1 & rs2;
                2:
                    sal = rs1 ^ rs2;
                3:
                    sal = rs1 << rs2[4:0];
                4:
                    sal = rs1 >>> rs2[4:0];
                5: 
                    sal = rs1 - rs2;
                6:
                    sal = (rs1 + rs2) & 32'hFFFE;
                7:
                    sal = 32'h0000;
                default:
                    sal = 32'h0000;
            endcase
            MSB = sal[31];
        end
endmodule
</file>
==> metrics.csv <==
metric;value;unit
layout cells sized above 1;7.921;%
Critical Path Fanout Max;70;
routed len/inst;23.91;microns
Yosys top cell by area;ha_1;
Mapped Area;7855;sq um
crit path launch type;primary input;
number of remaining DRC errors;0;
element type at the critical path end;primary output;
Chip Height;127.3;microns
Final Core Density;57.49;%
status;finished clean;
register area;0;sq um
Core Util at FP;51.48;%
final wirelength;34020;microns
Seq pwr share;0;%
crit path to;sal[25];
crit share post-route;83.31;%
LEAKAGE;0.003504;uW
DRT Pass-1 Iters;7;
Die Size;16220;sq um
initial antenna violation count;0;
TNS Setup;0;ps
CP required;9280;ps
MaxCap Viol Count;0;
P_int;193.2;uW
Period minus WS final;9664;ps
Total Power;479.1;uW
Gate power share;100.0;%
HP Class;primary input to primary output;
Setup crit start;rs2[3];
yosys stat cell total;1180;
Seq cells;0;
vias per inst;6.810;
clock buffer count;0;
largest net degree at the start of global routing;71;
Synth top cell by count;nand2_1;
Yosys top cell area share;10.19;%
Tot GR Track Use;42.27;%
WHS;5788;ps
part of the Yosys area used for sequential elements;0;%
Row Count;45;
switching part of the total power;59.68;%
Vias;9691;
CORE AREA;15260;sq um
initial DRC count;1256;
Clock Power Share;0;%
Log Warnings;65;
top cells by count;nand2_1, nor2_1, a21oi_1;
Detail Route Antenna Nets;0;
YS chip area;7855;sq um
Detail Placement HPWL;27010;microns
fmax;103.5;MHz
Distinct cells, synth;87;
Pins Over Slew Limit;0;
Net Sw Power;285.9;uW
Arr. time, crit path;7340;ps
area grow syn2layout;11.68;%
IO buf count;100;
Final Setup Violations;0;
top cells, area;ha_1, mux2i_1, a21oi_1, nand2_1, o21ai_0;
Worst VDD drop;0.00003828;V
PwrDens;54.62;nW/um^2
Die W;127.3;microns
slew margin rel.;38.95;%
Least-Margin Pin Slew;908.0;ps
hold_buf cts;0;
# Post-CTS Setup Buffers;0;
Final Hold Vio Count;0;
global route overflow;0;
DP Worst Slack;2161;ps
Worst Slack Setup Final;1936;ps
GP Congestion;1.089;
post_cts resized;0;
RSZ-0062 raised after global routing;no;
Inserted Diodes;0;
HP Start;rs2[0];
Synth warnings;1;
cell count after synthesis;1180;
WS Path Type;primary input to primary output;
boundary pin count;100;
vias in the first global route;8594;
Post-Synthesis Mean Instance Area;6.657;sq um
global-route wire length before repair;51230;microns
[power by group through the flow]
stage	clock, uW	combinational (uW)	sequential [uW]
finish	0	479	0
global route	0	514	0
CTS	0	465	0
[per-layer routing]
layer	GRT usage, %	vias to the layer above	routed length (microns)
li1	-	4522	-
met3	13.69	70	4532
met2	61.49	632	14290
met5	4.025	-	83
met1	60.36	4465	14170
met4	9.874	2	934
[cells by family (layout without fill, tap and decap cells)]
| family | count (synthesis) | in the layout | share of synthesized area (%) |
|---|---|---|---|
| multiplexers | 109 | 109 | 17.08 |
| XOR/XNOR | 9 | 9 | 1.004 |
| AND-OR/OR-AND | 447 | 447 | 38.10 |
| adder cells (fa/ha/maj) | 67 | 67 | 10.83 |
| buffers and inverters | 159 | 191 | 9.860 |
| AND/OR/NAND/NOR | 389 | 389 | 23.13 |
[cells in the final DEF (no fill, tap or decap), types with 7 or more instances in the layout]
master and n:
a211oi_1 20, o21bai_1 11, o21ai_0 91, a221oi_1 16, o221ai_1 13, a21o_1 7, o22ai_1 25, o31ai_1 16
a221o_1 9, mux2_2 20, a21oi_1 116, o211ai_1 24, nor3_1 22, ha_1 64, a22oi_1 10, mux4_2 18
or3_1 8, a31oi_1 21, mux2i_1 71, nand2_1 128, a211o_1 10, nor2b_1 10, inv_1 65, clkdlybuf4s50_1 96
nor4_1 7, buf_4 22, nor2_1 119, nand3_1 29, nand2b_1 22
[area by class of cell]
cell class / instances / area, sq um
Multi-Input combinational cell: 1021 / 7104
Fill cell: 1514 / 6486
Timing Repair Buffer: 121 / 1141
Tap cell: 211 / 264.0
Inverter: 70 / 262.8
[how the worst min path moves through the flow]
stage / slack [ps] / cells after the start / endpoint
after CTS: 5790 / 8 / sal[2]
after global routing: 5870 / 8 / sal[2]
final: 5790 / 8 / sal[2]
[through the flow]
step                instances  cell area, sq um
global route             1423              8772
detailed placement       1423              8772
global placement         1423              8772
CTS                      1423              8772
floorplan                1180              7855
finish                   1423              8772
[critical path, stage by stage]
cell             delay (ps)
buf_2                    80
buf_4                   530
inv_1                   570
ha_1                    660
o211ai_1                130
a21oi_1                 230
o21ai_0                 210
a21oi_1                 540
a31oi_1                 390
o21ai_0                 670
a2111oi_0               230
a41oi_1                 180
o21ai_0                 120
clkdlybuf4s50_1         440
No activity file was given, so power comes from the tool's default toggle rates.
